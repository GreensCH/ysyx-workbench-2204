## design/flow/run.sh

```bash
#!/bin/bash
# OpenROAD 26Q1-2900-gdf79404cd8, Yosys 0.63+post, stock flow scripts
make -C /OpenROAD-flow-scripts/flow DESIGN_CONFIG=/design/flow/config.mk WORK_HOME=/design/flow/orfs finish
```

## design/flow/config.mk

```make
export PLATFORM = sky130hd
export DESIGN_NAME = cii_table_ram
export DESIGN_NICKNAME = cii_table_ram
export VERILOG_FILES = /design/flow/design.v
export SDC_FILE = /design/flow/constraint.sdc
export NUM_CORES = 4
export LEC_CHECK = 1
export CORE_UTILIZATION = 50
export SYNTH_MEMORY_MAX_BITS = 65536
```

## design/flow/constraint.sdc

```tcl
current_design cii_table_ram

set clk_period 1345.4
set clk_io_pct 0.2

create_clock -name clk0 -period $clk_period [get_ports {clk}]

set non_clock_inputs [all_inputs -no_clocks]
set_input_delay [expr $clk_period * $clk_io_pct] -clock clk0 $non_clock_inputs
set_output_delay [expr $clk_period * $clk_io_pct] -clock clk0 [all_outputs]
```

## design/flow/design.v

```verilog
`timescale 1ps/1ps
module cii_hvaddr_converter(
   input                   clk          , 
   input                   rst          ,
   input      [9:0]       h_addr        ,  
   input      [9:0]       v_addr        ,
   output   reg   [6:0]       char_x        ,
   output   reg   [4:0]       char_y        ,
   output   reg   [3:0]       pixel_x       ,
   output   reg   [3:0]       pixel_y       
);
   reg [15:0] hcounter, vcounter; 
   reg [9:0] h_addr_old, v_addr_old;
   always@(posedge clk)begin
      if(h_addr!=h_addr_old)begin
         h_addr_old<=h_addr;
         if(hcounter==16'd639) hcounter<='d0; else hcounter<=hcounter+1;
         if(char_x==7'd69) char_x<='b0; else char_x<=char_x+1;
         if(pixel_x==4'd8) pixel_x<='b0; else pixel_x<=pixel_x+1;
      end else begin
         h_addr_old<='b0;
         hcounter<='b0;
         char_x<='b0;
         pixel_x<='b0;
      end
   end
   always@(posedge clk)begin
      if(v_addr!=v_addr_old)begin
         v_addr_old<=v_addr;
         if(vcounter==16'd479) vcounter<='d0;else vcounter<=vcounter+1;
         if(char_y==5'd29) char_y<='b0; else char_y<=char_y+1;
         if(pixel_y==4'd15) pixel_y<='b0; else pixel_y<=pixel_y+1;
      end else begin
         v_addr_old<='b0;
         vcounter<='b0;
         char_y<='b0;
         pixel_y<='b0;
      end
   end
endmodule
module cii_table_ram(
   input                   clk            ,
   input       [6:0]       char_x_rd      ,
   input       [4:0]       char_y_rd      ,
   input       [6:0]       char_x_we      ,
   input       [4:0]       char_y_we      ,
   input                   rd             ,
   input                   we             ,
   input       [7:0]       ascii_we       ,       
   output      [7:0]       ascii_rd       
);
   reg [7:0] mem [2100-1:0];
   wire [15:0] point;
   reg [15:0] ty_counter;
   reg [4:0] char_y_rd_old;
   always@(posedge clk)begin
      if(char_y_rd_old!=char_y_rd)begin 
         char_y_rd_old<=char_y_rd;
         if(char_y_rd == 5'd0)begin 
            ty_counter<='b0; 
         end else begin
            ty_counter<=ty_counter+{{10'd0},5'd29};
         end
      end
   end
   assign point = ty_counter + {{8'd0},char_x_rd}; 
   assign ascii_rd = mem[point[11:0]]; 
   always@(posedge clk)begin
      if(we)
         mem[char_y_we*70+char_x_we] = ascii_we;
   end
endmodule
module cii_pixel_converter(
   input       [7:0]       ascii, 
   input       [3:0]       pixel_x, 
   input       [3:0]       pixel_y, 
   output      [11:0]      base,
   output      [3:0]       offset
);
   assign base = {ascii,pixel_y[3:0]};
   assign offset = pixel_x + 3'd3;
endmodule
```

==> run notes <==
State of the implementation.

- The flow ran to the end, and the final reports show no timing, DRC or antenna violations.
- Pin placement for this block handled 43 I/O pins.
- The floorplan core density is 50.1%, for reference.
- The startpoint of the worst-slack reg-to-reg timing path is ty_counter[0]$_SDFFCE_PN0P_, for reference.
- The run reported a max-capacitance violation count of 0.
- The routed design shows a via density per instance of 6.31.
- The share of async-settable or async-resettable flops after synthesis is 0%, for reference.
- Setup repair after global routing left no endpoint under its margin.
- The clock root buffer is clkbuf_16, for reference.
- The post-synthesis sequential element count is 16800, for reference.
- Per the layout report, the design carries 92900 filler cells.
- The number of antenna violations at the first check in global routing is 176, for reference.
- The insertion delay of the later-clocked pin in the worst-skew pair is 1370 ps, for reference.
- The synthesis area per yosys is 648000 um^2, for reference.
- The count of nets left with antenna violations after detail routing is 0, for reference.
- The count of cells along the worst register-to-register path is 7, for reference.
- The measured slew at the worst slew-check pin is 1470 ps, for reference.
- The accumulated negative setup slack is 0 ps, for reference.
- The total number of H-tree levels is 7, for reference.
- The average detailed-routed wire length per instance is 37.3 um, for reference.
- The number of global-route vias before repair came to 347000.
- Counting along the longest clock path gives a buffer depth of 6.
- The standard-cell row count is 418, for reference.
- The final worst-path cycle share is 40.8%, for reference.
- The count of endpoints failing hold in the final timing report is 0, for reference.
- The upper clock frequency limit is 1.82 MHz, for reference.
- The total of cells resized after clock tree synthesis is 0, for reference.
- Per the hold report, the tightest min-delay path originates at ty_counter[6]$_SDFFCE_PN0P_.
- Checking hold timing, the worst path is listed with class flop to flop.
- In this run the power density over the cells is 2.27 nW/um^2.
- The clock skew after layout is 3.38 ps, for reference.
- Across the VDD grid, the largest voltage drop is 3.54 uV.
- The final critical-path required period is 548420 ps, for reference.
- The largest net degree at the start of global routing is 133, for reference.
- The final weighted congestion of routability-driven global placement is 0.931, for reference.
- Before antenna repair, the detailed router went through 6 iterations.
- The largest driver fanout on the critical path is 43, for reference.
- The wire length of the first global-routing pass is 2600 mm, for reference.
- The violation tally recorded at the end of detailed-routing iteration 0 is 22600.
- TritonCTS built the clock tree.
- For this block, the via count after detailed routing is 314000.
- The number of I/O port buffers is 41, for reference.
- The number of hold-repair buffers added at the cts stage is 0, for reference.
- The number of max-slew violations in the final report is 0, for reference.
- STA puts the critical path data required time at 1076320 ps.
- The number of sinks on the clock net is 16800, for reference.
- The synthesized design contains 16800 enable-type register cells.
- Setup slack on the worst reg-to-reg path comes out at 1343250 ps.
- Summing internal, switching and leakage power gives 0.00165 W.
- The power report puts the leakage power at 223 nW.
- The relative slew slack is 1.96%, for reference.
- Cells with a size suffix above 1 make up 25.5% of the layout.
- The cell count of the worst hold path is 2, for reference.
- The number of cells in Yosys stat is 29700, for reference.
- The endpoint of the most critical register-to-register path is ty_counter[10]$_SDFFCE_PN0P_, for reference.
- From synthesis to final layout, the design area changed by 12.3%.
- The sort of element at the start of the critical path is an input pin, for reference.
- OpenSTA, run right after detailed placement, puts the worst setup slack at 796930 ps.
- The detailed-route wire length is 1850 mm, for reference.
- The floorplan core area is 1290000 um^2, for reference.
- Warnings reported by Yosys during synthesis add up to 1.
- In this run the mean area of a mapped cell was 21.8 um^2.
- The timing report gives the clock slew at the launch and capture registers of the worst setup and hold paths as 60 ps.
- The part of the Yosys area used for sequential elements is 77.9%, for reference.
- The endpoint of the worst hold path is reported as ty_counter[6]$_SDFFCE_PN0P_.
- The total overflow reported by the global router is 0, for reference.
- The DRC violations left is 0, for reference.
- At the worst endpoint, the arrival time is 279340 ps.
- Looking at the cell usage after synthesis, the top flip-flop cell is edfxtp_1.
- The minimum setup slack in the final design is 796980 ps, for reference.
- The chip occupies 1300000 um^2.
- The total tool warning count is 113, for reference.
- The synthesized instance count is 29700, for reference.
- The width of the chip is 1.14 mm, for reference.
- Counting the buffers created by CTS gives 1755.
- The die outline height is 1.14 mm, for reference.
- The number of setup buffers added after CTS is 0.
- The global-route usage over all layers is 32.6%, for reference.
- The HPWL reported at the end of detailed placement is 1160 mm, for reference.
- The synthesized netlist occupies a cell area of 648000 um^2.
- The end-of-flow timing check tallies setup violations at 0.
- The critical path in this run is classified as input pin to output port.
- The number of distinct library cells after synthesis is 88, for reference.
- STA classifies the critical path endpoint as an output port.
- The core occupancy in the finished layout is 56.2%, for reference.
-- report_power, final --
part	total, W	internal (W)	switching, W
clock network	0.000463	0.000269	0.000194
registers	0.000578	0.000578	0.000000469
logic	0.000608	0.000207	0.000400
-- sequential cells by signal, indices dropped and copies added, names as in the netlist --
register,flops
mem,16800
ty_counter,12
char_y_rd_old,5
-- placed cells by master, fill, tap and decap left out, types with 25 or more instances in the layout --
master           Yosys  routed
o211ai_1            25      25
edfxtp_1         16800   16800
clkinv_2             0     323
a21oi_1            139     131
mux4_2            4281    4281
clkbuf_16            0    1780
clkbuf_1           978     349
a311oi_1           151     134
a22o_1             162     162
clkinv_1             1     409
o22ai_1             26      25
nor2_1            2176    2161
clkinvlp_4           0      41
clkdlybuf4s50_1      0      33
o21ai_0             33      30
a32o_1              70      70
buf_4              346    1297
o311ai_0            55      54
nor3_1              39      25
a32oi_1             44      44
a31oi_1             55      52
a22oi_1           1446    1446
ha_1                28      27
and3_1             150     149
bufinv_16            0     151
diode_2              0     389
buf_12               0      51
nand2_4              1      90
nand3_1           1029    1028
nand2_1            546     446
nand4_1             98      98
-- logic make-up after synthesis --
group                    Yosys count  synth area share [%]
AND/OR/NAND/NOR                 4118                  2.73
flip-flops                     16800                  77.9
AND-OR/OR-AND                   2351                  2.77
adder cells (fa/ha/maj)           31                0.0633
multiplexers                    4310                  14.9
XOR/XNOR                          38                0.0581
buffers and inverters           2043                  1.57
-- synthesized netlist by cell type (6+ instances only) --
cell type      n  share of area [%]
o21ai_0       33              0.025
and3_1       150               0.14
buf_1         98              0.057
o22ai_1       26              0.025
inv_1         11             0.0064
o22a_1         8              0.011
nor4_1        20              0.019
o311ai_0      55              0.074
nand2_1      546               0.32
buf_4        346               0.40
nand3_1     1029               0.79
a2111oi_0     10              0.014
mux2_2         7              0.012
mux4_2      4281                 15
a311oi_1     151               0.20
a32oi_1       44              0.059
ha_1          28              0.054
o211ai_1      25              0.029
xnor2_1       22              0.030
nor3b_1        8             0.0093
edfxtp_1   16800                 78
nand2b_1       6             0.0058
nor2b_1        8             0.0077
a211oi_1      13              0.015
a32o_1        70               0.11
clkbuf_1     978               0.57
buf_2        539               0.42
o311ai_1      14              0.019
a21o_1         6             0.0069
nand4_1       98              0.095
nor2_1      2176                1.3
a21oi_1      139               0.11
mux2i_1       22              0.034
o31ai_1       15              0.017
a22oi_1     1446                1.7
xor2_1        11              0.015
a22o_1       162               0.22
o21bai_1       6             0.0069
buf_6         68               0.12
o21ai_1       10             0.0077
a31oi_1       55              0.053
o2111ai_1     18              0.024
nor3_1        39              0.030
-- final cells by class --
type | instances | area, um^2 | area share [%]
tap | 17200 | 21500 | 2.96
multi-input combinational | 10800 | 135000 | 18.5
sequential | 16800 | 505000 | 69.4
clock buffer | 2129 | 45900 | 6.30
antenna | 389 | 973 | 0.134
clock inverter | 962 | 8450 | 1.16
timing repair buffer | 1390 | 11300 | 1.56
inverter | 12 | 45.0 | 0.00619
-- stage by stage --
step / instance area [um^2] / instances / hold WS (ps)
after floorplan: 648000 / 29700 / 589
after global routing: 727000 / 49500 / 702
final: 728000 / 49800 / 677
after global placement: 672000 / 46300 / 670
after detailed placement: 673000 / 46300 / 655
after CTS: 727000 / 49400 / 673
-- layer usage --
layer	vias to the layer above	global-route usage [%]	routed length, um
met4	246	15.4	112000
met3	3792	26.7	353000
li1	129000	-	-
met2	20700	44.0	852000
met5	-	4.33	6000
met1	161000	38.7	531000
-- critical path, cell delays in order --
cell,delay (ps)
clkdlybuf4s50_1,810
ha_4,380
fa_4,1490
buf_4,690
buf_4,540
buf_4,540
buf_4,520
buf_4,650
buf_4,650
mux4_2,410
a22oi_1,310
nand3_1,210
nand3_1,300
nand4_1,430
o21ai_0,1030
buf_4,270
a311oi_4,80
buf_4,220
clkdlybuf4s50_1,460
-- worst max-delay path by stage --
stage,startpoint,end,slack [ps],cells past startpoint
after CTS,char_x_rd[0],ascii_rd[0],796950,19
after global routing,char_x_rd[0],ascii_rd[7],796650,20
final,char_x_rd[0],ascii_rd[0],796980,19
Power and IR drop assume default switching activity.
