===== ./config.mk =====
export PLATFORM = sky130hd
export DESIGN_NAME = seg
export DESIGN_NICKNAME = seg
export VERILOG_FILES = /design/flow/design.v
export SDC_FILE = /design/flow/constraint.sdc
export NUM_CORES = 4
export LEC_CHECK = 1
export CORE_UTILIZATION = 40

===== ./constraint.sdc =====
current_design seg

set clk_period 4.7
set clk_io_pct 0.2

create_clock -name clk0 -period $clk_period [get_ports {clk}]

set non_clock_inputs [all_inputs -no_clocks]
set_input_delay [expr $clk_period * $clk_io_pct] -clock clk0 $non_clock_inputs
set_output_delay [expr $clk_period * $clk_io_pct] -clock clk0 [all_outputs]

===== ./design.v =====
`timescale 1ps/1ps
module seg(
  input clk,
  input rst,
  output [7:0] o_seg0,
  output [7:0] o_seg1,
  output [7:0] o_seg2,
  output [7:0] o_seg3,
  output [7:0] o_seg4,
  output [7:0] o_seg5,
  output [7:0] o_seg6,
  output [7:0] o_seg7
);
wire [7:0] segs [7:0];
assign segs[0] = 8'b11111101;
assign segs[1] = 8'b01100000;
assign segs[2] = 8'b11011010;
assign segs[3] = 8'b11110010;
assign segs[4] = 8'b01100110;
assign segs[5] = 8'b10110110;
assign segs[6] = 8'b10111110;
assign segs[7] = 8'b11100000;
parameter CLK_NUM = 5000000;
reg [31:0] count;
reg [2:0] offset;
always @(posedge clk) begin
  if(rst) begin count <= 0; offset <= 0; end
  else begin
    if(count == CLK_NUM) begin offset <= offset + 1; end
    count <= (count == CLK_NUM) ? 0 : count + 1;
  end
end
assign o_seg0 = ~segs[offset + 3'd0];
assign o_seg1 = ~segs[offset + 3'd1];
assign o_seg2 = ~segs[offset + 3'd2];
assign o_seg3 = ~segs[offset + 3'd3];
assign o_seg4 = ~segs[offset + 3'd4];
assign o_seg5 = ~segs[offset + 3'd5];
assign o_seg6 = ~segs[offset + 3'd6];
assign o_seg7 = ~segs[offset + 3'd7];
endmodule

===== ./run.sh =====
#!/bin/bash
# OpenROAD 26Q1-2900-gdf79404cd8, Yosys 0.63+post, stock flow scripts
make -C /OpenROAD-flow-scripts/flow DESIGN_CONFIG=/design/flow/config.mk WORK_HOME=/design/flow/orfs finish

==> impl_metrics.tcl <==
# metrics dict for downstream scripts
set metrics [dict create \
    syn_area_mm2 0.00269 \
    num_io_pins 66 \
    finish.instance_area_mm2 0.00346 \
    ys_ff 35 \
    insertion_delay_ns 0.28 \
    netlist_instances 377 \
    p_sw_share_pct 22.4 \
    grt_usage_pct 22.3 \
    place_area_mm2 0.00337 \
    tightest_slew_ns 0.672 \
    tns_ns 0 \
    yosys-top-cells-area "dfxtp_1, nor2_1, a21oi_1" \
    drv_slew 0 \
    top_cell_area_share_pct 26.1 \
    required_ns 3.76 \
    power.density_mw_per_mm2 152 \
    postCtsHoldBufs 0 \
    yosys_cells 377 \
    yosys-top-cells-count "nor2_1, a21oi_1, dfxtp_1" \
    hold_start "count[0]" \
    cp_cell_sequence "inv_1, ha_1, ha_1, inv_1, o22ai_1, a211oi_2, a211oi_1, clkdlybuf4s50_1" \
    yosysWarningCount 1 \
    fin_skew_ns 0.0117 \
    syn2layout_area_growth_pct 28.8 \
    antenna_found_initial 0 \
    via_count 2902 \
    htreeDepth 2 \
    first_pass_iters 47 \
    viasPerCell 5.75 \
    worstPathArrival_ns 3.21 \
    post-route-util_pct 53.9 \
    r2r_end "count[31]" \
    worstRegToRegCells 4 \
    ys.flop_type "dfxtp_1" \
    cts_root_buf "clkbuf_8" \
    cts.clk_slew.worst_paths_ns 0.07 \
    relSlewSlack_pct 55.2 \
    tool_warnings 36 \
    async_reset_ff_share_pct 0 \
    finalClockPeriodUsage_pct 88.3 \
    grt_overflow 0 \
    seqPwrFrac_pct 57.3 \
    cts_tree "built" \
    io_buffers 65 \
    hold_viol 0 \
    r2r_slack_ns 2.53 \
    power_frac_clock_pct 39.9 \
    drv_cap 0 \
    min_path_type "register to register" \
    status "finished, violations left" \
    startpoint_type "register" \
    fin_crit_ns 4.15 \
    diodes 0 \
    die_y_um 84.0 \
    synth.distinct_cells 41 \
    grt_max_degree 27 \
    die_w_um 84.0 \
    grt_pass1_vias 2552 \
    critPathKind "register to primary output" \
    yosys_area_mm2 0.00269 \
    violations "DRC" \
    slowest_stage "dfxtp_2" \
    p_switching_w 0.000118 \
    setup_viol 0 \
    r2r-start "count[4]" \
    grt_first_pass_wirelength_um 12800 \
    worst_hold_path.endpoint "count[0]" \
    nFillCells 617 \
    routed_wl_um 7570 \
    first_iter_violations 161 \
    cp-end-kind "primary output" \
    wl_per_cell_um 15.0 \
    p_int_w 0.000408 \
    avgSynthCellArea_um2 7.13 \
    cpPeakStageDelay_ns 0.50 \
    clock_sinks 35 \
    gp_congestion 0.807 \
    place_hpwl_um 5630 \
    p_leak_nw 1.21 \
    core_util_floorplan_pct 41.8 \
    ys_seq_share_pct 26.1 \
    most_common_cell "nor2_1" \
    core-area_mm2 0.00642 \
    num_rows 29 \
    route.detailed.drc 18 \
    holdPathStages 1 \
    vdd_drop_max_v 0.000144 \
    rsz0062_at_grt "false" \
    edf_count 0 \
    fmax_ghz 0.241 \
    path_max_fanout 17 \
    cts_buffers 5 \
    max-clock-path-buffers 2 \
    ant_nets 0 \
    yosysTopAreaCell "dfxtp_1" \
    cts_setup_buffers 0 \
    share_comb_of_total_power_pct 2.8 \
    drive_gt1_share_pct 5.37 \
    dieArea_mm2 0.00705 \
]
[power by group through the flow]
stage         registers (W)  clock network [W]  logic (W)
CTS                0.000301           0.000217  0.0000147
finish             0.000301           0.000210  0.0000146
global route       0.000301           0.000233  0.0000165
[cell type report]
cell class | count | area [um^2] | area share [%]
clock buffer | 6 | 72.6 | 2.10
tap | 77 | 96.3 | 2.78
inverter | 16 | 60.1 | 1.74
sequential | 35 | 702 | 20.3
multi-input combinational | 299 | 1830 | 52.9
clock inverter | 2 | 12.5 | 0.362
timing repair buffer | 70 | 688 | 19.9
[logic make-up (layout without fill, tap and decap cells)]
family | after synthesis | after routing | synth area share (%)
AND-OR/OR-AND | 79 | 79 | 17.0
XOR/XNOR | 16 | 16 | 5.22
adder cells (fa/ha/maj) | 15 | 15 | 6.99
buffers and inverters | 43 | 94 | 6.15
flip-flops | 35 | 35 | 26.1
multiplexers | 5 | 5 | 1.86
AND/OR/NAND/NOR | 184 | 184 | 36.7
[sequential cells by signal, summed over array words and instances, names as in the netlist]
name	count
count	32
offset	3
[through the flow]
stage	cells	hold WS [ns]	power (W)	setup WS, ns
floorplan	377	0.437	0.000317	1.81
global placement	497	0.457	0.000322	0.635
detailed placement	497	0.466	0.000323	0.531
CTS	505	0.483	0.000533	0.228
global route	505	0.517	0.000550	0.262
finish	505	0.474	0.000526	0.551
[how the worst max path moves through the flow]
stage / startpoint / to / slack [ns]
global route: offset[0] / o_seg7[4] / 0.26
CTS: offset[0] / o_seg7[4] / 0.23
finish: offset[0] / o_seg7[4] / 0.55
[placed cells by master (no fill, tap or decap), drive strengths merged, types with 6 or more instances in the layout]
cell           instances
a21oi                 38
and3                   6
and4                   6
clkbuf                 6
clkdlybuf4s50         65
dfxtp                 35
ha                    15
inv                   16
nand2                 16
nand3                 16
nand4                 14
nor2                  59
nor3                  18
nor4                  10
o21ai                 16
o31ai                 10
or3                   10
or4                   12
xor2                  13
[critical path, delay by kind of cell, from the launching register on]
family / cells / cell delay (ns)
buf+inv: 3 / 0.83
compound gates: 3 / 0.67
fa+ha+maj: 2 / 0.93
flops: 1 / 0.50
[routing by layer]
metal	GRT usage, %	part of all wire, %	up-vias
met5	0	0	-
met4	3.76	1.6	0
met3	2.81	5.0	12
met2	36.5	47	88
met1	32.6	47	1332
li1	-	-	1470
[repair_timing]
item,CTS,global route
endpoints found under the hold margin,0,0
endpoints found under the setup margin,0,5
resized,0,2
No activity file was given, so power comes from the tool's default toggle rates.
